==> ./design.v <==
module Comparator_8bits(Max, Min, A, B );
    input       [7:0] A, B;
    output      [7:0] Max, Min;
    assign Max = (A > B) ? A : B;
    assign Min = (A < B) ? A : B;
endmodule
==> ./run.sh <==
#!/bin/bash
# OpenROAD 26Q1-2900-gdf79404cd8, Yosys 0.63+post, stock flow scripts
make -C /OpenROAD-flow-scripts/flow DESIGN_CONFIG=/design/flow/config.mk WORK_HOME=/design/flow/orfs finish
==> ./config.mk <==
export PLATFORM = sky130hd
export DESIGN_NAME = Comparator_8bits
export DESIGN_NICKNAME = Comparator_8bits
export VERILOG_FILES = /design/flow/design.v
export SDC_FILE = /design/flow/constraint.sdc
export NUM_CORES = 4
export LEC_CHECK = 1
export CORE_AREA = 10 10 70 70
export DIE_AREA = 0 0 80 80
==> ./constraint.sdc <==
current_design Comparator_8bits

set clk_period 4.6
set clk_io_pct 0.2

create_clock -name clk0 -period $clk_period

set non_clock_inputs [all_inputs -no_clocks]
set_input_delay [expr $clk_period * $clk_io_pct] -clock clk0 $non_clock_inputs
set_output_delay [expr $clk_period * $clk_io_pct] -clock clk0 [all_outputs]
==> results.yml <==
# flow metrics
outcome:
  status: "completed"
worst_setup_path:
  endpoint: "Max[6]"
  cp_max_fo: 4
  cp_data_arrival_time_ns: 3.58
  crit_start: "B[6]"
  cp-end-kind: "output port"
  crit_family: "buffers and inverters"
  critPathRequiredTime_ns: 3.68
  worstPathCellList: "clkdlybuf4s50_1 -> inv_1 -> ha_1 -> nand2_1 -> or4_4 -> and2_4 -> a22oi_4 -> buf_6 -> mux2_2 -> clkdlybuf4s50_1"
  crit_top_cell: "clkdlybuf4s50_1"
  path_class: "primary input to output port"
  path_depth: 10
  crit_buf_inv: 4
  critPathMaxStageDelay_ns: 0.55
  start_kind: "primary input"
  critical_path.slowest_cell: "or4_4"
sta:
  grt_setup_unrepaired: "false"
  fmax_mhz: 222
  final.setup.tns_ns: 0
  finalCriticalPeriod_ns: 4.50
  relSlewSlack_pct: 66.6
  period_used_pct: 97.9
  setup_ws_ns: 0.0966
  hold_viol_final: 0
  whs_ns: 2.57
  drv_slew: 0
  setup_viol: 0
  worstMarginPinSlew_ns: 0.501
power:
  clkPwrFrac_pct: 0
  p_seq_share_pct: 0
  combPwrFrac_pct: 100.0
  p_per_area_nw_per_um2: 123
  swShare_pct: 31.3
  p_sw_mw: 0.0318
  p_int_mw: 0.0698
  power_mw: 0.102
  ir_drop_uv: 46.2
  p_leak_nw: 0.394
synth:
  netlist.area_leader.share_pct: 43.6
  synth.top_cells.by_area: "mux2_2 44%, ha_1 24%, inv_1 8.2%"
  yosys.area.top_type: "mux2_2"
  ys_sh_aoi_pct: 14.5
  mux_share_pct: 43.6
  xor_share_pct: 0
  postSynthCellCount: 48
  yosys_area_um2: 413
  logic_family: "multiplexers"
  yosysWarnings: 0
  ys_sh_adder_pct: 24.2
  syn_avg_cell_area_um2: 8.60
  syn-cell-area_um2: 413
  ys_cells: 48
  synth-simple-area-share_pct: 9.39
  synth_cell_type_count: 11
  synth_seq_share_pct: 0
floorplanning:
  die-area_um2: 6400
  num_rows: 21
  floorplanUtilization_pct: 12.1
  pin_count: 32
  die_h_um: 80
  die_w_um: 80
  core_region_area_um2: 3420
routing:
  routedWlPerCell_um: 11.6
  wirelength_um: 1490
  dr_total_vias: 466
  drc: 0
  drtIter0Drc: 9
  viasPerCell: 3.64
  diodes: 0
  ant_nets: 0
  drtPass1Iterations: 2
placement:
  dp_hpwl_um: 1310
  pre_cts_slack_ns: 0.0309
  dp.cells: 126
  gp_congestion: 0.679
  port_buffers: 32
  place_area_um2: 791
layout:
  flop_area_um2: 0
  final_area_um2: 830
  lay_top_count: "clkdlybuf4s50_1"
  mostFrequentLayoutCells: "30 x clkdlybuf4s50_1, 13 x mux2_2, 9 x inv_1"
  final_cell_count_no_fill: 128
  area_delta_synth_final_pct: 101
  seq_cells: 0
  nClkBuffers: 0
  drive_above_1_share_pct: 26.8
  final_core_util_pct: 24.3
grt:
  track_usage_pct: 3.97
  antenna_found_initial: 0
  grt_pass1_wl_um: 2030
  grt_max_degree: 9
  grt_overflow: 0
  grt_pass1_vias: 429
min_path:
  hp-class: "primary input to output port"
cts:
  ctsHoldBuffers: 0
run:
  max-cap-violations: 0
  tool_warnings: 32
[routing by layer]
layer | global-route usage [%] | part of all wire (%) | routed length (um)
met1 | 5.54 | 52 | 771
met2 | 5.78 | 37 | 552
met3 | 1.82 | 11 | 161
met4 | 0 | 0 | 0
met5 | 0 | 0 | 0
[logic make-up after synthesis]
kind of cell	Yosys count
AND-OR/OR-AND	8
buffers and inverters	9
AND/OR/NAND/NOR	7
multiplexers	16
adder cells (fa/ha/maj)	8
[power groups by stage]
| stage | registers (mW) | logic [mW] | clock network (mW) |
|---|---|---|---|
| final | 0 | 0.102 | 0 |
| after global routing | 0 | 0.111 | 0 |
| after CTS | 0 | 0.0964 | 0 |
[synth_stat cells, drive strengths merged]
cell and count:
a21oi 5, o21ai 2, nor2 1, a22oi 1, and2 1, mux2 16
ha 8, nand2 4, or4 1, inv 9
[repair_timing]
| item | CTS | global route |
|---|---|---|
| setup endpoints to repair | 0 | 8 |
| setup buffers | 0 | 2 |
| resized | 0 | 7 |
[worst min-delay path by stage]
stage	start	to	cells after the start	slack (ns)
global route	B[7]	Min[7]	3	2.61
CTS	B[1]	Max[1]	3	2.94
finish	B[7]	Max[7]	3	2.57
[layout make-up]
type / instances / area (um2)
Inverter: 9 / 33.8
Timing Repair Buffer: 34 / 348
Tap cell: 46 / 57.6
Multi-Input combinational cell: 39 / 390
Fill cell: 384 / 2590
Power figures rest on the tool's default switching activity, not on a simulated workload.
