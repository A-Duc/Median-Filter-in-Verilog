===== ./run.sh =====
#!/bin/bash
# OpenROAD 26Q1-2900-gdf79404cd8, Yosys 0.63+post, stock flow scripts
make -C /OpenROAD-flow-scripts/flow DESIGN_CONFIG=/design/flow/config.mk WORK_HOME=/design/flow/orfs finish

===== ./config.mk =====
export PLATFORM = sky130hd
export DESIGN_NAME = Median_Finder_9inputs_8bits
export DESIGN_NICKNAME = Median_Finder_9inputs_8bits
export VERILOG_FILES = /design/flow/design.v
export SDC_FILE = /design/flow/constraint.sdc
export NUM_CORES = 4
export LEC_CHECK = 1
export CORE_UTILIZATION = 50

===== ./constraint.sdc =====
current_design Median_Finder_9inputs_8bits

set clk_period 2.3
set clk_io_pct 0.2

create_clock -name clk0 -period $clk_period [get_ports {clk}]

set non_clock_inputs [all_inputs -no_clocks]
set_input_delay [expr $clk_period * $clk_io_pct] -clock clk0 $non_clock_inputs
set_output_delay [expr $clk_period * $clk_io_pct] -clock clk0 [all_outputs]

===== ./design.v =====
module Ascending_Sorter_3inputs_8bits(min, mid, max, 
                                      in0, in1, in2,
                                      clk);
    input   wire        clk;
    input   wire [7:0]  in0, in1, in2;
    output  reg  [7:0]  min, mid, max;
    reg [7:0] rin0, rin1, rin2;
    reg       cmp0, cmp1, cmp2;   
    always @(posedge clk) begin
        rin0 <= in0;
        rin1 <= in1;
        rin2 <= in2;
        cmp0 <= (in0 < in1);
        cmp1 <= (in1 < in2);
        cmp2 <= (in2 < in0);
        case ({cmp0, cmp1, cmp2})
            3'b110: begin min <= rin0; mid <= rin1; max <= rin2; end 
            3'b100: begin min <= rin0; mid <= rin2; max <= rin1; end 
            3'b010: begin min <= rin1; mid <= rin0; max <= rin2; end 
            3'b011: begin min <= rin1; mid <= rin2; max <= rin0; end 
            3'b101: begin min <= rin2; mid <= rin0; max <= rin1; end 
            3'b001: begin min <= rin2; mid <= rin1; max <= rin0; end 
            default: begin min <= rin0; mid <= rin1; max <= rin2; end
        endcase
    end 
endmodule
module Median_Finder_9inputs_8bits(
    output wire [7:0] median_pixel,
    input  wire [7:0] pixel0, pixel1, pixel2,
    input  wire [7:0] pixel3, pixel4, pixel5,
    input  wire [7:0] pixel6, pixel7, pixel8,
    input  wire       clk
);
    wire    [7:0] wmin0, wmid0, wmax0;
    wire    [7:0] wmin1, wmid1, wmax1;
    wire    [7:0] wmin2, wmid2, wmax2;
    wire    [7:0] wmax_col0, wmid_col1, wmin_col2;
    Ascending_Sorter_3inputs_8bits Row0(
        .min(wmin0), .mid(wmid0), .max(wmax0),
        .in0(pixel0), .in1(pixel1), .in2(pixel2),
        .clk(clk)
    );
    Ascending_Sorter_3inputs_8bits Row1(
        .min(wmin1), .mid(wmid1), .max(wmax1),
        .in0(pixel3), .in1(pixel4), .in2(pixel5),
        .clk(clk)
    );
    Ascending_Sorter_3inputs_8bits Row2(
        .min(wmin2), .mid(wmid2), .max(wmax2),
        .in0(pixel6), .in1(pixel7), .in2(pixel8),
        .clk(clk)
    );
    Ascending_Sorter_3inputs_8bits FindMax(
        .max(wmax_col0),
        .in0(wmin0), .in1(wmin1), .in2(wmin2),        
        .clk(clk)
    );
    Ascending_Sorter_3inputs_8bits FindMid(
        .mid(wmid_col1),
        .in0(wmid0), .in1(wmid1), .in2(wmid2),        
        .clk(clk)
    );
    Ascending_Sorter_3inputs_8bits FindMin(
        .min(wmin_col2),
        .in0(wmax0), .in1(wmax1), .in2(wmax2),        
        .clk(clk)
    );
    Ascending_Sorter_3inputs_8bits FindMedian(
        .mid(median_pixel),
        .in0(wmax_col0), .in1(wmid_col1), .in2(wmin_col2),
        .clk(clk)
    );
endmodule

==> flow_summary.ini <==
; physical design summary
[run_status]
status = finished clean

[critical_path]
start_kind = register
path_class = reg2out
timing.rr.start = Row0.cmp0
ff2ff_path_depth = 4
rrSetupSlack_ns = 0.58
cp-end-kind = output port
critPathBufInv = 1
arrival_ns = 1.29
reg2reg_to = Row0.mid[7]
cp.depth = 1
critical_path.max_stage_delay_ns = 0.45
crit_chain = clkdlybuf4s50_1
path_delay_family = buffers and inverters
path_max_fanout = 1
cp_slowest_cell = clkdlybuf4s50_1
worstPathRequired_ns = 1.84

[finish]
logic_area_sq_um = 5864
area_growth_pct = 15.90
ff_latch_area_sq_um = 5866
fillers = 2071
drive_gt1_frac = 0.04404

[timing]
final-setup-viol-count = 0
slew_violations = 0
min_period_ns = 1.754
fmaxAchievable_mhz = 570.0
rsz0062_at_grt = false
worst_slew_pin_slew_ns = 0.7097
fin_crit_sh = 0.7627
finalHoldViolCount = 0
finalClockSkew_ns = 0.009565
max_slew_margin = 0.5262
totalNegativeSetupSlack_ns = 0

[worst_hold_path]
hp-class = reg2reg
hp-start = Row1.mid[0]
hold_path_depth = 0
holdPathEnd = FindMid.rin1[0]

[drt]
wirelength_mm = 26.73
final_antenna_net_count = 0
drc = 0
drt_first_pass_iters = 5
wl_per_cell_um = 15.63
drt_iter0_drc = 566
dr_total_vias = 8951
via_per_inst = 5.235

[floorplanning]
rows = 57
die_h_um = 160.5
core_area_sq_um = 24460
floorplan.core_util = 0.5135
die_x_um = 160.5
ios = 81
chipArea_sq_um = 25760

[synthesis]
top_area_cell = dfxtp_1
synth.top_cell.area_share = 0.4670
ys_ff = 293
area_leaders = dfxtp_1, ha_1, a211oi_1
ys_warn_count = 1
ys_seq_frac = 0.4670
syn_inst = 1297
syn_avg_cell_area_sq_um = 9.685
ys_chip_area_sq_um = 12560
yosys.cell_types.count = 28
syn-cell-area_sq_um = 12560
ys_cells = 1297

[clock_tree]
h-tree-depth = 1
clkTransAtPathRegs_ns = 0.06
clock_path_buffers = 3
ctsHoldBuffers = 0
cts.sink_count = 293
postCtsSetupRepairBufs = 0
cts_made_buffers = 30
cts_tree = done
clkLatencyLatePin_ns = 0.54
postCtsResizedCells = 0
cts-root-buf = clkbuf_16

[power]
leakage_nw = 6.704
p_total_mw = 16.32
power_density_nw_per_um2 = 1121
ir_drop_mv = 0.6832

[place]
globalplace.congestion = 0.8914
portBuffers = 80
place_hpwl_mm = 20.36

[grt]
grt_pass1_wl_mm = 45.00
grt_max_degree = 43
track_usage = 0.2278
antenna_found_initial = 3
first_global_vias = 8735
gr-total-overflow = 0

[job]
maxCapViolations = 0
warnings = 25
## synthesized netlist by cell type
cell type  number
a211oi_1       76
a21o_1         29
a21oi_1       103
a41oi_1        14
buf_1           4
buf_2          19
buf_4           3
buf_6           3
clkbuf_1       30
dfxtp_1       293
ha_1          147
inv_1         147
mux2_2          1
mux2_4          1
mux2i_1        33
nand2_1        23
nand2b_1       50
nand3_1         1
nand4_1         6
nor2_1         73
nor2b_1        50
nor3_1          6
o211ai_1       14
o21ai_0        37
o21ai_1        24
o22a_1         33
o22ai_1        76
o31a_1          1
## cell type report
cell class                 instances  area share
tap                              324     0.02785
multi-input combinational        798      0.4028
antenna                            1   0.0001719
clock buffer                      44     0.06008
sequential                       293      0.4029
timing repair buffer              95     0.06360
clock inverter                     8    0.004641
inverter                         147     0.03790
## worst max path at each step
stage / end / slack [ns] / startpoint
finish: median_pixel[2] / 0.55 / FindMedian.mid[2]
global route: Row0.mid[7] / 0.40 / Row0.cmp0
CTS: median_pixel[2] / 0.51 / FindMedian.mid[2]
## power breakdown
| group | switching, mW | internal [mW] |
|---|---|---|
| combinational | 2.10 | 2.11 |
| clock | 1.86 | 2.72 |
| sequential | 1.18 | 6.36 |
## stage by stage
stage          hold WS, ns  utilization  instances  worst slack, ns  instance area, sq um
2_1_floorplan       0.3439            -       1297           0.9879                 12560
3_5_place_dp        0.3646       0.5565       1657           0.2796                 13610
5_1_grt             0.3821       0.5951       1710           0.4024                 14560
4_1_cts             0.3692       0.5950       1709           0.5076                 14560
3_3_place_gp        0.3606       0.5565       1657           0.3232                 13610
6_report            0.3696       0.5951       1710           0.5458                 14560
## cell families after synthesis
logic type / count (synthesis) / synth area share
buffers and inverters: 206 / 0.06614
AND/OR/NAND/NOR: 209 / 0.08427
multiplexers: 35 / 0.02839
flip-flops: 293 / 0.4670
adder cells (fa/ha/maj): 147 / 0.1464
AND-OR/OR-AND: 407 / 0.2078
## placed cells by master, fill, tap and decap left out, types with 37 or more instances in the layout
cell             count
o22ai_1             76
a21oi_1            103
o21ai_0             37
a211oi_1            76
ha_1               147
inv_1              147
nand2b_1            50
nor2_1              73
nor2b_1             50
dfxtp_1            293
clkdlybuf4s50_1     80
## layer usage
| layer | share of wire | routed length (um) | vias to the layer above | global-route usage |
|---|---|---|---|---|
| li1 | - | - | 4740 | - |
| met4 | 0.018 | 476 | 2 | 0.04069 |
| met2 | 0.45 | 12030 | 171 | 0.3548 |
| met3 | 0.039 | 1053 | 33 | 0.03874 |
| met1 | 0.49 | 13160 | 4005 | 0.3491 |
| met5 | 0.00045 | 12 | - | 0 |
Power figures rest on the tool's default switching activity, not on a simulated workload.
